**flow/run.sh**
```bash
#!/bin/bash
# OpenROAD 26Q1-2900-gdf79404cd8, Yosys 0.63+post, stock flow scripts
make -C /OpenROAD-flow-scripts/flow DESIGN_CONFIG=/design/flow/config.mk WORK_HOME=/design/flow/orfs finish
```
**flow/config.mk**
```make
export PLATFORM = sky130hd
export DESIGN_NAME = key_control
export DESIGN_NICKNAME = key_control
export VERILOG_FILES = /design/flow/design.v
export SDC_FILE = /design/flow/constraint.sdc
export NUM_CORES = 4
export LEC_CHECK = 1
export CORE_UTILIZATION = 40
```
**flow/constraint.sdc**
```tcl
current_design key_control

set clk_period 4.2
set clk_io_pct 0.2

create_clock -name clk0 -period $clk_period [get_ports {sys_clk}]

set non_clock_inputs [all_inputs -no_clocks]
set_input_delay [expr $clk_period * $clk_io_pct] -clock clk0 $non_clock_inputs
set_output_delay [expr $clk_period * $clk_io_pct] -clock clk0 [all_outputs]
```
**flow/design.v**
```verilog
`timescale  1ns/1ns
module  key_control
(
    input   wire            sys_clk     ,    
    input   wire            sys_rst_n   ,    
    input   wire    [3:0]   key         ,    
    output  reg     [3:0]   wave_select      
);
parameter   sin_wave    =   4'b0001,     
            squ_wave    =   4'b0010,     
            tri_wave    =   4'b0100,     
            saw_wave    =   4'b1000;     
parameter   CNT_MAX =   20'd100;     
wire            key3    ;    
wire            key2    ;    
wire            key1    ;    
wire            key0    ;    
always@(posedge sys_clk or negedge sys_rst_n)   
    if(sys_rst_n == 1'b0)
        wave_select   <=  4'b0000;
    else    if(key0 == 1'b1)
        wave_select   <=  sin_wave;
    else    if(key1 == 1'b1)
        wave_select   <=  squ_wave;
    else    if(key2 == 1'b1)
        wave_select   <=  tri_wave;
    else    if(key3 == 1'b1)
        wave_select   <=  saw_wave;
    else
        wave_select   <=  wave_select;
key_filter 
#(
    .CNT_MAX      (CNT_MAX  )        
)
key_filter_inst3
(
    .sys_clk      (sys_clk  )   ,    
    .sys_rst_n    (sys_rst_n)   ,    
    .key_in       (key[3]   )   ,    
    .key_flag     (key3     )        
);
key_filter 
#(
    .CNT_MAX      (CNT_MAX  )        
)
key_filter_inst2
(
    .sys_clk      (sys_clk  )   ,    
    .sys_rst_n    (sys_rst_n)   ,    
    .key_in       (key[2]   )   ,    
    .key_flag     (key2     )        
);
key_filter 
#(
    .CNT_MAX      (CNT_MAX  )        
)
key_filter_inst1
(
    .sys_clk      (sys_clk  )   ,    
    .sys_rst_n    (sys_rst_n)   ,    
    .key_in       (key[1]   )   ,    
    .key_flag     (key1     )        
);
key_filter 
#(
    .CNT_MAX      (CNT_MAX  )        
)
key_filter_inst0
(
    .sys_clk      (sys_clk  )   ,    
    .sys_rst_n    (sys_rst_n)   ,    
    .key_in       (key[0]   )   ,    
    .key_flag     (key0     )        
);
endmodule
`timescale  1ns/1ns
module  key_filter
#(
    parameter CNT_MAX = 20'd999_999  
)
(
    input   wire    sys_clk     ,    
    input   wire    sys_rst_n   ,    
    input   wire    key_in      ,    
    output  reg     key_flag         
);
reg     [19:0]  cnt_20ms    ;    
always@(posedge sys_clk or negedge sys_rst_n)
    if(sys_rst_n == 1'b0)
        cnt_20ms <= 20'b0;
    else    if(key_in == 1'b1)
        cnt_20ms <= 20'b0;
    else    if(cnt_20ms == CNT_MAX && key_in == 1'b0)
        cnt_20ms <= cnt_20ms;
    else
        cnt_20ms <= cnt_20ms + 1'b1;
always@(posedge sys_clk or negedge sys_rst_n)
    if(sys_rst_n == 1'b0)
        key_flag <= 1'b0;
    else    if(cnt_20ms == CNT_MAX - 1'b1)
        key_flag <= 1'b1;
    else
        key_flag <= 1'b0;
endmodule
```
==> qor.csv <==
metric;value;unit
max-cap violation count;0;
depth of the worst register-to-register path;6;
end point of the most critical hold path;wave_select[3]$_DFFE_PN0P_;
area of the core region;10840;um^2
Min Hold Slack;452.7;ps
violation count after the first detailed-route iteration;167;
number of synthesized register bits;88;
final antenna-violating net count;0;
DR vias;3181;
mean post-synth cell area;9.590;um^2
vias per inst;5.156;
Non-Filler Cell Area, Final;4881;um^2
sequential cell area in the final layout;2202;um^2
HP Class;reg2reg;
number of buffers between clock root and the deepest sink;2;
floorplan core density;41.14;%
sequential-to-total area share from yosys stat;49.38;%
maximum vdd drop;0.0001783;V
synthesized netlist cell count;465;
total cells reported by yosys after synthesis;465;
crit path DRT;3360;ps
number of standard-cell rows in the floorplan;38;
post-layout total power;1569;uW
total met3 wirelength after detailed routing;147;um
fraction of registers with async set/reset;100.0;%
met1 routed wirelength after detailed routing;4035;um
yosys adder share;2.245;%
AND/OR/NAND/NOR Cells, Area Fraction;28.73;%
# IOs;10;
slew margin rel.;48.74;%
die x size;107.6;um
distinct cell type count of the synthesized netlist;44;
overall die area;11570;um^2
number of cells on the worst hold path;1;
DRC viols;0;
longest individual stage delay on the worst path;470;ps
GR Overflow Total;0;
layout cells sized above 1;6.289;%
total number of yosys warnings;2;
r2r endpoint;key_filter_inst0.cnt_20ms[16]$_DFFE_PN0P_;
wire length of the first global-routing pass;14320;um
final period demand of the worst path;2040;ps
RSZ-0062 raised after global routing;no;
number of synthesized flops with an enable pin;0;
initial antenna violation count;0;
Synth top cell by count;dfrtp_1;
cell family with the largest share of critical-path delay;buffers and inverters;
Synth mux share;0.8979;%
combinational cell area excluding buffers and inverters;2117;um^2
routed length per placed instance;12.57;um
CP Cell Sequence;clkdlybuf4s50_1;
actual slew at the worst max-slew pin;766.5;ps
Critical Path Slowest Stage Cell;clkdlybuf4s50_1;
Worst-path clk slew;80;ps
dominant register cell;dfrtp_1;
clock tree from TritonCTS;yes;
Critical Setup Path Class;reg2out;
Filler cells;990;
power density cells;321.5;nW/um^2
count of TritonRoute iterations in the first routing pass;4;
Final Hold Violation Tally;0;
root buffer cell;clkbuf_8;
worst-case setup slack after placement;1800;ps
highest attainable clock frequency;490.1;MHz
diode count;0;
Slew Limit Fails;0;
OpenROAD warning count;29;
highest metal layer with signal wires;met4;
post-synthesis cell area;4459;um^2
total met2 wirelength after detailed routing;3456;um
Hold Path Origin;key_filter_inst2.key_flag$_DFF_PN0_;
data arrival at the endpoint of the critical path;1200;ps
Critical Path End Type;output pin;
HPWL Detailed;5072;um
Synth top area share;49.38;%
clock sink count;88;
Leakage;0.002019;uW
Buf+Inv Stages, Crit Path;1;
area delta synth->final;9.456;%
final-layout setup total negative slack;0;ps
# H-tree levels;3;
height of the die;107.6;um
IO buf count;9;
Post-CTS Setup Inserts;0;
insertion delay of the later-clocked pin in the worst-skew pair;350;ps
run status;complete, no violations;
standard cell area after detailed placement;4661;um^2
total routing resource utilization after global routing;15.34;%
weighted congestion reported at the end of routability-driven placement;0.8465;
total cell area reported by yosys after synthesis;4459;um^2
area fraction in xor and xnor cells;11.59;%
aoi share;4.012;%
synth cell count leaders;88 x dfrtp_1, 73 x nor2_1, 30 x xnor2_1;
Num CTS Buffers;9;
via count of the first global-routing pass;3077;
synth top area cells;dfrtp_1 49%, nor2_1 6.1%, xnor2_1 5.9%;
count of final setup violators;0;
setup slack of the critical path after layout;2160;ps
pin count of the biggest net entering global routing;56;
final routed wirelength across all metal layers;7753;um
Worst Skew;11.83;ps
main logic family after synthesis;simple AND/OR/NAND/NOR gates;
post-cts resize count;0;
maximum fanout along the worst path;2;
hold-fix buffer count after cts;0;
cell type with the largest total area;dfrtp_1;
internal reg-to-reg setup slack;2390;ps
category of the worst setup path launch point;register;
RR Startpoint;key_filter_inst0.cnt_20ms[1]$_DFFE_PN0P_;
cycle use final;48.58;%
how the worst max path moves through the flow:
| stage | from | end | slack [ps] | cells after the start |
|---|---|---|---|---|
| CTS | wave_select[0]$_DFFE_PN0P_ | wave_select[0] | 2130 | 1 |
| global route | key[2] | key_filter_inst2.cnt_20ms[3]$_DFFE_PN0P_ | 1980 | 4 |
| finish | wave_select[3]$_DFFE_PN0P_ | wave_select[3] | 2160 | 1 |
metrics by stage:
stage | util [%] | instances
after global placement | 42.99 | 601
after global routing | 45.03 | 617
after floorplan | - | 465
final | 45.03 | 617
after CTS | 45.03 | 617
after detailed placement | 42.99 | 601
placed cells by master, fill, tap and decap left out, types with 8 or more instances in the layout:
| cell | instances |
|---|---|
| clkbuf_8 | 9 |
| xor2_1 | 29 |
| dfrtp_1 | 88 |
| o21ai_0 | 10 |
| nor3_1 | 25 |
| and4_1 | 8 |
| ha_1 | 8 |
| nand2_1 | 29 |
| nand3_1 | 24 |
| nand4_1 | 18 |
| xnor2_1 | 30 |
| and3_1 | 11 |
| nor2_1 | 73 |
| nor4_1 | 15 |
| or3_1 | 10 |
| and2_1 | 10 |
| inv_1 | 19 |
| a21oi_1 | 15 |
| clkdlybuf4s50_1 | 8 |
per-layer routing:
layer / GRT usage (%) / up-vias
li1: - / 1623
met1: 24.46 / 1525
met2: 23.67 / 23
met3: 1.667 / 10
met4: 2.446 / 0
met5: 0 / -
sequential cells by signal, summed over array words and instances (netlist names):
name                       count
key_filter_inst1.cnt_20ms     20
key_filter_inst1.key_flag      1
key_filter_inst3.key_flag      1
key_filter_inst3.cnt_20ms     20
key_filter_inst2.cnt_20ms     20
key_filter_inst0.key_flag      1
wave_select                    4
key_filter_inst2.key_flag      1
key_filter_inst0.cnt_20ms     20
report_power, final:
group	internal (uW)	switching, uW	leakage, uW	total (uW)
Combinational	18.7	43.2	0.000696	61.9
Sequential	856	11.2	0.00122	867
Clock	338	302	0.000103	640
Total	1210	356	0.00202	1570
area by class of cell:
| type | instances | area share [%] |
|---|---|---|
| Sequential cell | 88 | 45.12 |
| Clock inverter | 6 | 1.897 |
| Tap cell | 140 | 3.589 |
| Inverter | 19 | 1.461 |
| Clock buffer | 10 | 2.615 |
| Timing Repair Buffer | 10 | 1.948 |
| Multi-Input combinational cell | 344 | 43.37 |
logic make-up after synthesis:
group | Yosys count
DFF | 88
xor gates and xnor gates | 59
buffers and inverters | 33
muxes | 4
AOI/OAI and AO/OA | 32
and+or+nand+nor | 241
adders and majority gates | 8
Power figures rest on the tool's default switching activity, not on a simulated workload.
